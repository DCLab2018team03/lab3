## /design/flow/run.sh

```bash
#!/bin/bash
# OpenROAD 26Q1-2900-gdf79404cd8, Yosys 0.63+post, stock flow scripts
make -C /OpenROAD-flow-scripts/flow DESIGN_CONFIG=/design/flow/config.mk WORK_HOME=/design/flow/orfs finish
```

## /design/flow/config.mk

```make
export PLATFORM = sky130hd
export DESIGN_NAME = TimeCore
export DESIGN_NICKNAME = TimeCore
export VERILOG_FILES = /design/flow/design.v
export SDC_FILE = /design/flow/constraint.sdc
export NUM_CORES = 4
export LEC_CHECK = 1
export CORE_UTILIZATION = 40
```

## /design/flow/constraint.sdc

```tcl
current_design TimeCore

set clk_period 8.8
set clk_io_pct 0.2

create_clock -name clk0 -period $clk_period [get_ports {i_clk}]

set non_clock_inputs [all_inputs -no_clocks]
set_input_delay [expr $clk_period * $clk_io_pct] -clock clk0 $non_clock_inputs
set_output_delay [expr $clk_period * $clk_io_pct] -clock clk0 [all_outputs]
```

## /design/flow/design.v

```verilog
parameter REC_NONE      = 4'd0;
parameter REC_PLAY      = 4'd1;
parameter REC_PAUSE     = 4'd2;
parameter REC_STOP      = 4'd3;
parameter REC_RECORD    = 4'd4;
parameter REC_NORMAL    = 2'd0;
parameter REC_SLOW      = 2'd1;
parameter REC_FAST      = 2'd2;
parameter REC_BUFSIZE   = 4;
parameter REC_BITLEN    = 16;
parameter REC_BITLOG    = 5;
parameter REC_FS        = 32000;  
module TimeCore(
    input i_clk,
    input i_rst,
    input [15:0] i_input_event,
    output logic [15:0]  o_record_time,
    output logic [15:0]  o_play_time 
);
    logic [2:0] state, n_state;
    localparam IDLE   = 3'd0;
    localparam RECORD = 3'd1;
    localparam PAUSE  = 3'd2;
    localparam STOP   = 3'd3;
    localparam PLAY   = 3'd4;
    logic [25:0] clk_counter, n_clk_counter;
    logic [3:0] increment;
    logic [2:0] sub_increment, n_sub_increment;
    logic       play_flag, n_play_flag;
    logic [3:0] rec_min_1, rec_min_0, rec_sec_1, rec_sec_0;
    logic [3:0] n_rec_min_1, n_rec_min_0, n_rec_sec_1, n_rec_sec_0;
    logic [3:0] play_min_1, play_min_0, play_sec_1, play_sec_0;
    logic [3:0] n_play_min_1, n_play_min_0, n_play_sec_1, n_play_sec_0;
    assign o_record_time = {rec_min_1, rec_min_0, rec_sec_1, rec_sec_0};
    assign o_play_time = {play_min_1, play_min_0, play_sec_1, play_sec_0};
    logic [3:0] control_code;
    logic [5:0] control_mode_and_speed;
    logic       control_interpol;
    assign control_code               = i_input_event[15:12];
    assign control_mode_and_speed     = i_input_event[11:6];
    assign control_interpol           = i_input_event[5];
    localparam SLOW2 = 6'b010010;
    localparam SLOW3 = 6'b010011;
    localparam SLOW4 = 6'b010100;
    localparam SLOW5 = 6'b010101;
    localparam SLOW6 = 6'b010110;
    localparam SLOW7 = 6'b010111;
    localparam SLOW8 = 6'b011000;
    localparam FAST2 = 6'b100010;
    localparam FAST3 = 6'b100011;
    localparam FAST4 = 6'b100100;
    localparam FAST5 = 6'b100101;
    localparam FAST6 = 6'b100110;
    localparam FAST7 = 6'b100111;
    localparam FAST8 = 6'b101000;
    always_ff @(posedge i_clk or posedge i_rst) begin
        if ( i_rst ) begin
            rec_min_1  <= 0;
            rec_min_0  <= 0;
            rec_sec_1  <= 0;
            rec_sec_0  <= 0;
            play_min_1 <= 0;
            play_min_0 <= 0;
            play_sec_1 <= 0;
            play_sec_0 <= 0;
            sub_increment <= 0;
            clk_counter <= 0;
            play_flag <= 0;
            state <= IDLE;
        end else begin
            rec_min_1  <= n_rec_min_1;
            rec_min_0  <= n_rec_min_0;
            rec_sec_1  <= n_rec_sec_1;
            rec_sec_0  <= n_rec_sec_0;
            play_min_1 <= n_play_min_1;
            play_min_0 <= n_play_min_0;
            play_sec_1 <= n_play_sec_1;
            play_sec_0 <= n_play_sec_0;
            clk_counter <= n_clk_counter;
            play_flag <= n_play_flag;
            sub_increment <= n_sub_increment;
            state <= n_state;
        end
    end
    always_comb begin
        n_state = state;
        n_clk_counter = clk_counter;
        case(control_code)
            REC_RECORD: n_state = RECORD;
            REC_PAUSE : n_state = PAUSE;
            REC_STOP  : n_state = STOP;
            REC_PLAY  : n_state = PLAY;
        endcase
        n_rec_min_1  = rec_min_1; 
        n_rec_min_0  = rec_min_0; 
        n_rec_sec_1  = rec_sec_1;
        n_rec_sec_0  = rec_sec_0;
        n_play_min_1 = play_min_1;
        n_play_min_0 = play_min_0;
        n_play_sec_1 = play_sec_1;
        n_play_sec_0 = play_sec_0;
        n_play_flag = play_flag;
        if (rec_sec_0 == 4'd10) begin
            n_rec_sec_0 = 0;
            n_rec_sec_1 = rec_sec_1 + 1;
        end
        if (rec_sec_1 == 4'd6) begin
            n_rec_sec_1 = 0;
            n_rec_min_0 = rec_min_0 + 1;
        end
        if (rec_min_0 == 4'd10) begin
            n_rec_min_0 = 0;
            n_rec_min_1 = rec_min_1 + 1;
        end
        if (play_sec_0 == 4'd10) begin
            n_play_sec_0 = 0;
            n_play_sec_1 = play_sec_1 + 1;
        end
        if (play_sec_1 == 4'd6) begin
            n_play_sec_1 = 0;
            n_play_min_0 = play_min_0 + 1;
        end
        if (play_min_0 == 4'd10) begin
            n_play_min_0 = 0;
            n_play_min_1 = play_min_1 + 1;
        end
        increment = 0;
        n_sub_increment = sub_increment + 1;
        case(control_mode_and_speed)
            FAST2: increment = 2;
            FAST3: increment = 3;
            FAST4: increment = 4;
            FAST5: increment = 5;
            FAST6: increment = 6;
            FAST7: increment = 7;
            FAST8: increment = 8;
            SLOW2: begin
                if(sub_increment == 1) begin 
                    increment = 1;
                    n_sub_increment = 0;
                end
            end
            SLOW3: begin
                if(sub_increment == 2) begin 
                    increment = 1;
                    n_sub_increment = 0;
                end
            end
            SLOW4: begin
                if(sub_increment == 3) begin 
                    increment = 1;
                    n_sub_increment = 0;
                end
            end
            SLOW5: begin
                if(sub_increment == 4) begin 
                    increment = 1;
                    n_sub_increment = 0;
                end
            end
            SLOW6: begin
                if(sub_increment == 5) begin 
                    increment = 1;
                    n_sub_increment = 0;
                end
            end
            SLOW7: begin
                if(sub_increment == 6) begin 
                    increment = 1;
                    n_sub_increment = 0;
                end
            end
            SLOW8: begin
                if(sub_increment == 7) begin 
                    increment = 1;
                    n_sub_increment = 0;
                end
            end
            default: increment = 1;
        endcase
        case(state)
            RECORD: begin
                if ( clk_counter == 26'd50000000 ) begin
                    n_clk_counter = 0;
                    n_rec_sec_0 = rec_sec_0 + 1;
                end
                else begin
                    n_clk_counter = clk_counter + 1;
                end
                if (play_flag) begin
                    n_play_flag = 0;
                    n_clk_counter = 0;
                    n_rec_min_1 = 0;
                    n_rec_min_0 = 0;
                    n_rec_sec_1 = 0;
                    n_rec_sec_0 = 0;
                end
            end
            STOP: begin
                n_clk_counter = 0;
                n_play_min_1 = 0;
                n_play_min_0 = 0;
                n_play_sec_1 = 0;
                n_play_sec_0 = 0;
                n_sub_increment = 0;
                if (control_code == REC_RECORD) begin
                    n_rec_min_1 = 0;
                    n_rec_min_0 = 0;
                    n_rec_sec_1 = 0;
                    n_rec_sec_0 = 0;
                end
            end
            PLAY: begin
                n_play_flag = 1;
                if ( clk_counter >= 26'd50000000 ) begin
                    n_clk_counter = 0;
                    n_play_sec_0 = play_sec_0 + 1;
                end
                else begin
                    n_clk_counter = clk_counter + increment;
                end
            end
        endcase
    end
endmodule
```

==> run_results.csv <==
group,metric,value,unit
routing,viasPerCell,5.77,
synth,area_leaders,"dfrtp_1, ha_1, nor2_1",
clocking,cts-root-buf,"clkbuf_16",
finish,seq_area,0.00163,mm2
finish,utilization,49.5,%
routing,via_count,4162,
synth,synthDistinctLibCells,74,
global_route,first_global_vias,3779,
sta,hold_ws,501,ps
synth,syn_avg_cell_area,8.54,um2
clocking,cts_max_level,3,
synth,postSynthCellCount,539,
power,leakage,2.18,nW
clocking,tritoncts,"yes",
routing,antenna_left,0,
global_route,grt_pass1_wl,18.4,mm
synth,ys_area,0.00461,mm2
die,dieArea,0.0119,mm2
clocking,clk_pin_slew,60,ps
sta,slew_headroom,52.4,%
setup_path,setup.worst_path.end_class,"flip-flop",
sta,finalSetupViolations,0,
clocking,clock-sinks,65,
sta,hold_violations,0,
routing,diodes,0,
placed_design,post-place-ws,2830,ps
placed_design,dp_hpwl,7.60,mm
global_route,antenna_found_initial,0,
clocking,postCtsSetupBuffers,0,
placed_design,numPortBuffers,43,
sta,period_needed,5620,ps
power,total_power,0.949,mW
sta,skew,7.84,ps
synth,ys_cells,539,
min_path,hold_class,"reg -> reg",
routing,first_pass_iters,5,
die,die_y,109,um
synth,enable_flop_cells,0,
setup_path,crit_arrival,5830,ps
finish,fillers,994,
clocking,clock_latency,330,ps
routing,drt_iter0_markers,233,
finish,logic_area,0.00279,mm2
clocking,numCtsBuffers,9,
power,power_density,174,mW/mm2
sta,maxSlewViolCount,0,
setup_path,start_kind,"input pin",
placed_design,place_inst,705,
sta,worst_slack,3180,ps
die,ios,50,
sta,timing.fmax,178,MHz
setup_path,critPathRequiredTime,9010,ps
sta,finalClockPeriodUsage,63.9,%
synth,yosysTopAreaCell,"dfrtp_1",
status,status,"finished clean",
power,ir_drop,97.8,uV
synth,ff_type,"dfrtp_1",
finish,area_growth,18.5,%
die,coreArea,0.0110,mm2
finish,final_cells,721,
sta,setup_tns,0,ps
setup_path,worstPathMaxFanout,8,
routing,wl_per_cell,15.1,um
die,rows,38,
die,core_util_floorplan,41.8,%
setup_path,critPathKind,"in -> reg",
finish,fin_area,0.00546,mm2
clocking,clk_path_buf_depth,2,
global_route,grt_max_degree,37,
clocking,cts_hold_buffers,0,
clocking,cts_resized,0,
run,tool_warnings,43,
placed_design,gp_congestion,0.912,
synth,synthArstFlopShare,100,%
synth,synth_warnings,1,
placed_design,placed_area,0.00514,mm2
routing,route.detailed.drc,0,
synth,syn_area,0.00461,mm2
sta,rsz0062_at_grt,"false",
sta,worstMarginPinSlew,712,ps
routing,detail_route.wirelength,10.9,mm
synth,postSynthSeqShare,35.3,%
finish,drive_gt1_share,8.95,%
synth,top_cell_area_share,35.3,%
global_route,track_usage,20.0,%
global_route,grt-ovfl-total,0,
die,chipWidth,109,um
run,drv_cap,0,
synth,numSynthFlops,65,
[worst paths after layout]
check | start | to | slack (ps) | cells after the start
min in group asynchronous | i_rst | clk_counter[16]$_DFFE_PP0P_ | 1860 | 2
min | sub_increment[0]$_DFF_PP0_ | sub_increment[0]$_DFF_PP0_ | 500 | 1
max reg2reg | sub_increment[0]$_DFF_PP0_ | clk_counter[18]$_DFFE_PP0P_ | 5000 | 16
max in group asynchronous | i_rst | rec_min_1[1]$_DFF_PP0_ | 6010 | 3
max | i_input_event[9] | clk_counter[18]$_DFFE_PP0P_ | 3180 | 15
min reg2reg | sub_increment[0]$_DFF_PP0_ | sub_increment[0]$_DFF_PP0_ | 500 | 1
[layout by cell type, fill, tap and decap left out, types with 3 or more instances in the layout]
cell / synthesis / routed
nand2_1: 42 / 42
xor2_1: 13 / 13
or2_2: 13 / 13
nor3_1: 25 / 24
clkdlybuf4s50_1: 0 / 43
o221ai_1: 4 / 4
ha_1: 27 / 27
xnor2_1: 9 / 9
o21ai_1: 3 / 3
a221oi_2: 3 / 3
nor2b_1: 3 / 3
o31ai_1: 6 / 6
nor4_1: 7 / 7
a22o_1: 5 / 5
o21ai_0: 22 / 22
and2_1: 3 / 3
nand2b_1: 7 / 7
nand3_1: 21 / 21
a211oi_1: 7 / 7
buf_4: 3 / 4
mux2i_1: 6 / 6
nand4_1: 15 / 15
inv_1: 24 / 23
a221o_1: 3 / 3
dfrtp_1: 65 / 65
nor2_1: 77 / 77
o211ai_1: 5 / 5
or3_1: 8 / 8
a21o_1: 3 / 3
nor4b_1: 4 / 4
a21oi_1: 24 / 24
a22oi_1: 3 / 3
and3_1: 6 / 6
a221oi_1: 3 / 3
a31oi_1: 8 / 8
clkbuf_16: 0 / 9
[state kept, by name, indices dropped and copies added (netlist names), 4 cells and up]
name / cells
clk_counter: 26
play_sec_1: 4
rec_sec_0: 4
rec_min_0: 4
play_sec_0: 4
play_min_0: 4
rec_sec_1: 4
play_min_1: 4
rec_min_1: 4
[synthesized netlist by cell type (3+ instances only)]
cell type and instances:
nand3_1 21, and2_1 3, a21o_1 3, clkbuf_1 10, nand2_1 42, nor3_1 25, nor4_1 7, dfrtp_1 65
xor2_1 13, buf_1 3, buf_2 3, a211oi_1 7, a22oi_1 3, o21ai_1 3, buf_4 3, a21oi_1 24
nor4b_1 4, o21ai_0 22, nand2b_1 7, xnor2_1 9, o211ai_1 5, a221o_1 3, a31oi_1 8, a221oi_1 3
and3_1 6, inv_1 24, nor2b_1 3, or3_1 8, nand4_1 15, a221oi_2 3, nor2_1 77, o31ai_1 6
mux2i_1 6, o221ai_1 4, a22o_1 5, or2_2 13, ha_1 27
[layer usage]
| layer | global-route usage [%] | wire length (um) | vias to the layer above |
|---|---|---|---|
| met5 | 0 | 0 | - |
| met4 | 2.48 | 161 | 0 |
| met3 | 3.56 | 616 | 14 |
| met2 | 31.1 | 4830 | 121 |
| met1 | 31.0 | 5290 | 1969 |
| li1 | - | - | 2058 |
[worst max-delay path, cell delays in order]
cell	delay, ps
clkdlybuf4s50_1	550
or3b_2	520
a21oi_1	140
o21ai_0	100
or3_1	440
o21ai_0	220
ha_1	200
inv_1	50
fa_1	390
nand2b_1	160
o2bb2ai_1	290
or2_2	390
nor3_1	320
o221a_2	240
a21oi_1	60
[cell families (layout without fill, tap and decap cells)]
group,count (synthesis),count (layout),synth area share (%)
compound gates,125,125,19.5
xor+xnor,22,22,4.18
fa+ha+maj,28,28,7.77
buf+inv,45,87,4.32
flops,65,65,35.3
mux,6,6,1.30
simple gates,248,248,27.6
[where the power goes]
group | internal, mW | switching, mW | leakage (nW)
clock network | 0.249 | 0.139 | 0.149
registers | 0.320 | 0.0352 | 0.894
logic | 0.0840 | 0.121 | 1.14
[cell type report]
| cell class | instances | area share [%] |
|---|---|---|
| multi-input combinational | 429 | 51.0 |
| inverter | 24 | 1.65 |
| tap | 140 | 3.21 |
| timing repair buffer | 47 | 8.43 |
| sequential | 65 | 29.8 |
| clock inverter | 6 | 1.70 |
| clock buffer | 10 | 4.19 |
Power figures rest on the tool's default switching activity, not on a simulated workload.
