==> design.v <==
module DE2_115_tbSRAMController (
    input         CLOCK_50,     
    input         CLOCK2_50,    
    input         CLOCK3_50,    
    output        SMA_CLKOUT,   
    input         SMA_CLKIN,    
    input  [3:0]  KEY,          
    input  [17:0] SW,           
    output [6:0]  HEX0,         
    output [6:0]  HEX1,         
    output [6:0]  HEX2,         
    output [6:0]  HEX3,         
    output [6:0]  HEX4,         
    output [6:0]  HEX5,         
    output [6:0]  HEX6,         
    output [6:0]  HEX7,         
    output [8:0]  LEDG,         
    output [17:0] LEDR,         
    output        UART_TXD,     
    input         UART_RXD,     
    output        UART_CTS,     
    input         UART_RTS,     
    input         IRDA_RXD,     
    inout  [31:0] DRAM_DQ,      
    output [12:0] DRAM_ADDR,    
    output [1:0]  DRAM_BA,      
    output [3:0]  DRAM_DQM,     
    output        DRAM_RAS_N,   
    output        DRAM_CAS_N,   
    output        DRAM_CKE,     
    output        DRAM_CLK,     
    output        DRAM_WE_N,    
    output        DRAM_CS_N,    
    inout  [7:0]  FL_DQ,        
    output [22:0] FL_ADDR,      
    output        FL_WE_N,      
    output        FL_WP_N,      
    output        FL_RST_N,     
    output        FL_OE_N,      
    output        FL_CE_N,      
    input         FL_RY,        
    inout  [15:0] SRAM_DQ,      
    output [19:0] SRAM_ADDR,    
    output        SRAM_OE_N,    
    output        SRAM_WE_N,    
    output        SRAM_CE_N,    
    output        SRAM_UB_N,    
    output        SRAM_LB_N,    
    inout  [15:0] OTG_DATA,     
    output [1:0]  OTG_ADDR,     
    output        OTG_CS_N,     
    output        OTG_RD_N,     
    output        OTG_WR_N,     
    output        OTG_RST_N,    
    input         OTG_INT,      
    inout         OTG_FSPEED,   
    inout         OTG_LSPEED,   
    input  [1:0]  OTG_DREQ,     
    output [1:0]  OTG_DACK_N,   
    inout  [7:0]  LCD_DATA,     
    output        LCD_ON,       
    output        LCD_BLON,     
    output        LCD_RW,       
    output        LCD_EN,       
    output        LCD_RS,       
    inout  [3:0]  SD_DAT,       
    inout         SD_CMD,       
    output        SD_CLK,       
    input         SD_WP_N,      
    output        EEP_I2C_SCLK,  
    inout         EEP_I2C_SDAT,  
    inout         PS2_DAT,      
    inout         PS2_CLK,      
    inout         PS2_DAT2,     
    inout         PS2_CLK2,     
    inout         I2C_SDAT,     
    output        I2C_SCLK,     
    inout         AUD_ADCLRCK,  
    input         AUD_ADCDAT,   
    inout         AUD_DACLRCK,  
    output        AUD_DACDAT,   
    inout         AUD_BCLK,     
    output        AUD_XCK,      
    input         ENETCLK_25,     
    output        ENET0_GTX_CLK,  
    input         ENET0_INT_N,    
    input         ENET0_LINK100,  
    output        ENET0_MDC,      
    inout         ENET0_MDIO,     
    output        ENET0_RST_N,    
    input         ENET0_RX_CLK,   
    input         ENET0_RX_COL,   
    input         ENET0_RX_CRS,   
    input   [3:0] ENET0_RX_DATA,  
    input         ENET0_RX_DV,    
    input         ENET0_RX_ER,    
    input         ENET0_TX_CLK,   
    output  [3:0] ENET0_TX_DATA,  
    output        ENET0_TX_EN,    
    output        ENET0_TX_ER,    
    output        ENET1_GTX_CLK,  
    input         ENET1_INT_N,    
    input         ENET1_LINK100,  
    output        ENET1_MDC,      
    inout         ENET1_MDIO,     
    output        ENET1_RST_N,    
    input         ENET1_RX_CLK,   
    input         ENET1_RX_COL,   
    input         ENET1_RX_CRS,   
    input   [3:0] ENET1_RX_DATA,  
    input         ENET1_RX_DV,    
    input         ENET1_RX_ER,    
    input         ENET1_TX_CLK,   
    output  [3:0] ENET1_TX_DATA,  
    output        ENET1_TX_EN,    
    output        ENET1_TX_ER,    
    inout   [6:0] EX_IO,        
    inout  [35:0] GPIO,         
    input  [8:0]  TD_DATA,      
    input         TD_CLK27,     
    input         TD_HS,        
    input         TD_VS,        
    output        TD_RESET_N,   
    output        VGA_CLK,      
    output        VGA_HS,       
    output        VGA_VS,       
    output        VGA_BLANK_N,  
    output        VGA_SYNC_N,   
    output [7:0]  VGA_R,        
    output [7:0]  VGA_G,        
    output [7:0]  VGA_B        
);
    assign HEX0 = 7'h7F;
    assign HEX1 = 7'h7F;
    assign HEX2 = 7'h7F;
    assign HEX3 = 7'h7F;
    assign HEX4 = 7'h7F;
    assign HEX5 = 7'h7F;
    assign HEX6 = 7'h7F;
    assign HEX7 = 7'h7F;
    assign GPIO_0 = 36'hzzzzzzzzz;
    assign GPIO_1 = 36'hzzzzzzzzz;
    assign DRAM_ADDR  = 13'h0;
    assign DRAM_BA_0  = 2'b0;
    assign DRAM_CAS_N = 1'b1;
    assign DRAM_CKE   = 1'b0;
    assign DRAM_CLK   = 1'b0;
    assign DRAM_CS_N  = 1'b1;
    assign DRAM_DQ    = 32'hzzzz;
    assign DRAM_DQM   = 4'b0;
    assign DRAM_RAS_N = 1'b1;
    assign DRAM_UDQM  = 1'b0;
    assign DRAM_WE_N  = 1'b1;
    assign FL_ADDR  = 23'h0;
    assign FL_CE_N  = 1'b1;
    assign FL_DQ    = 8'hzz;
    assign FL_OE_N  = 1'b1;
    assign FL_RST_N = 1'b1;
    assign FL_WE_N  = 1'b1;
    assign FL_WP_N  = 1'b0;
    assign LCD_BLON = 1'b0;
    assign LCD_DATA = 8'hzz;
    assign LCD_EN   = 1'b0;
    assign LCD_ON   = 1'b0;
    assign LCD_RS   = 1'b0;
    assign LCD_RW   = 1'b0;
    assign OTG_ADDR    = 2'h0;
    assign OTG_CS_N    = 1'b1;
    assign OTG_DACK_N  = 2'b11;
    assign OTG_FSPEED  = 1'b1;
    assign OTG_DATA    = 16'hzzzz;
    assign OTG_LSPEED  = 1'b1;
    assign OTG_RD_N    = 1'b1;
    assign OTG_RST_N   = 1'b1;
    assign OTG_WR_N    = 1'b1;
    assign SD_DAT = 4'bzzzz;
    assign SD_CLK = 1'b0;
    assign SD_CMD = 1'b0;
    assign SRAM_CE_N = 1'b0;
    assign SRAM_OE_N = 1'b0;
    assign SRAM_LB_N = 1'b0;
    assign SRAM_UB_N = 1'b0;
    assign UART_TXD   = 1'b0;
    assign UART_CTS   = 1'b0;
    wire rst_main;
    assign rst_main = SW[17];
    wire w_read;
    wire w_write;
    wire [31:0] w_addr;
    wire [15:0] w_data;
    wire w_done;
    MemoryInterface memoryInterface(
        .i_clk(CLOCK_50),
        .i_rst(rst_main),
        .i_read(w_read),
        .i_write(w_write),
        .i_addr(w_addr),
        .io_data(w_data),
        .o_done(w_done),
        .sram_we_n(SRAM_WE_N),
        .sram_addr(SRAM_ADDR),
        .sram_dq(SRAM_DQ)
    );
    tbMemoryInterface tb(
        .i_clk(CLOCK_50),
        .i_rst(rst_main),
        .i_btn(KEY),
        .i_sw(SW[15:0]),
        .o_led(LEDR[15:0]),
        .o_read(w_read),
        .o_write(w_write),
        .o_addr(w_addr),
        .io_data(w_data),
        .i_done(w_done)
    );
endmodule
module tbMemoryInterface(
    input           i_clk,
    input           i_rst,
    input   [3:0]   i_btn,
    input   [15:0]  i_sw,
    output  [15:0]  o_led,
    output          o_read,
    output          o_write,
    output  [31:0]  o_addr,
    inout   [15:0]  io_data,
    input           i_done
);
    wire w_btn0, w_btn1, w_btn2, w_btn3;
    Debounce db0(.i_in(i_btn[0]),.i_clk(i_clk),.o_pos(w_btn0));
    Debounce db1(.i_in(i_btn[1]),.i_clk(i_clk),.o_pos(w_btn1));
    Debounce db2(.i_in(i_btn[2]),.i_clk(i_clk),.o_pos(w_btn2));
    Debounce db3(.i_in(i_btn[3]),.i_clk(i_clk),.o_pos(w_btn3));
    enum {
        S_WAIT,
        S_READ,
        S_WRITE
    } STATES;
    reg [2:0] STATE;
    reg [15:0] r_data;
    assign o_led = r_data;
    reg r_read, r_write;
    assign o_read = r_read;
    assign o_write = r_write;
    reg [15:0] r_addr;
    assign o_addr = r_addr;
    reg r_val_read;
    reg r_val_written;
    reg oe_data;  
    assign io_data = oe_data?r_data:16'hzzzz;
    always_ff @(posedge i_clk or posedge i_rst) begin
        if(i_rst) begin
            STATE <= S_WAIT;
            r_data <= 0;
            r_read <= 0;
            r_write <= 0;
            r_addr <= 0;
            r_val_read <= 0;
            r_val_written <= 0;
            oe_data <= 0;
        end
        else begin
            if(STATE == S_WAIT) begin
                if(w_btn0) begin 
                    r_data <= 16'hffff;
                    STATE <= S_READ; 
                end
            end
            else if(STATE == S_READ) begin
                if(w_btn0) begin 
                    oe_data <= 1;
                    r_val_read <= 0;
                    r_data <= 16'h0000;
                    STATE <= S_WRITE; 
                end
                else begin
                    if(r_val_read) begin
                        r_read <= 0;
                        if(i_done) begin
                            r_data <= io_data;
                        end
                    end
                    if(w_btn2) begin 
                        r_addr <= r_addr + 1;
                        r_val_read <= 0;
                    end
                    else if(w_btn3) begin
                        if(r_addr > 0) begin
                            r_addr <= r_addr - 1; 
                            r_val_read <= 0;
                        end
                    end else begin
                        if(!r_val_read) begin
                            r_read <= 1;
                            r_val_read <= 1;
                        end
                    end
                end
            end
            else if(STATE == S_WRITE) begin
                if(w_btn0) begin 
                    oe_data <= 0;
                    r_val_written <= 0;
                    r_data <= 16'hffff;
                    STATE <= S_READ; 
                end
                else begin
                    if(r_val_written) begin
                        r_write <= 0;
                        if(i_done) begin
                            r_data <= 0;
                        end
                    end
                    if(w_btn1) begin
                        if(!r_val_written) begin
                            r_write <= 1;
                            r_data <= i_sw;
                            r_val_written <= 1;
                        end
                    end
                    else if(w_btn2) begin 
                        r_addr <= r_addr + 1;
                        r_val_written <= 0;
                    end
                    else if(w_btn3) begin
                        if(r_addr > 0) begin
                            r_addr <= r_addr - 1; 
                            r_val_written <= 0;
                        end
                    end
                end
            end
        end
    end
endmodule
module Debounce(
	input i_in,
	input i_clk,
	output o_debounced,
	output o_neg,
	output o_pos
);
	parameter CNT_N = 7;
	localparam CNT_BIT = $clog2(CNT_N+1);
	logic o_debounced_r, o_debounced_w;
	logic [CNT_BIT-1:0] counter_r, counter_w;
	logic neg_r, neg_w, pos_r, pos_w;
	assign o_debounced = o_debounced_r;
	assign o_pos = pos_r;
	assign o_neg = neg_r;
	always_comb begin
		pos_w = ~o_debounced_r &  o_debounced_w;
		neg_w =  o_debounced_r & ~o_debounced_w;
		if (i_in != o_debounced_r) begin
			counter_w = counter_r - 1;
		end else begin
			counter_w = CNT_N;
		end
		if (counter_r == 0) begin
			o_debounced_w = ~o_debounced_r;
		end else begin
			o_debounced_w = o_debounced_r;
		end
	end
	always_ff @(posedge i_clk) begin
		o_debounced_r <= o_debounced_w;
		counter_r <= counter_w;
		neg_r <= neg_w;
		pos_r <= pos_w;
	end
endmodule
==> run.sh <==
#!/bin/bash
# OpenROAD 26Q1-2900-gdf79404cd8, Yosys 0.63+post, stock flow scripts
make -C /OpenROAD-flow-scripts/flow DESIGN_CONFIG=/design/flow/config.mk WORK_HOME=/design/flow/orfs finish
==> config.mk <==
export PLATFORM = sky130hd
export DESIGN_NAME = tbMemoryInterface
export DESIGN_NICKNAME = tbMemoryInterface
export VERILOG_FILES = /design/flow/design.v
export SDC_FILE = /design/flow/constraint.sdc
export NUM_CORES = 4
export LEC_CHECK = 1
export CORE_UTILIZATION = 40
==> constraint.sdc <==
current_design tbMemoryInterface

set clk_period 4.3
set clk_io_pct 0.2

create_clock -name clk0 -period $clk_period [get_ports {i_clk}]

set non_clock_inputs [all_inputs -no_clocks]
set_input_delay [expr $clk_period * $clk_io_pct] -clock clk0 $non_clock_inputs
set_output_delay [expr $clk_period * $clk_io_pct] -clock clk0 [all_outputs]
==> run notes <==
run results: CTS buffer count 9, number of library cell types mapped by synthesis 50, tool error [error] [KeplerFormal.cpp:679] Workflow failed: Iso has multiple drivers: .io_data0, io_data[0]$_DFFE_PP0P_.Q0, clk sinks just under 60, area share, top type between 20% and 30%, I/O pin total 89, gpl congestion 0.9120, Syn Area/Cell 9.484 µm², post-CTS setup buffer count 0, Post-CTS Resized 0, Async SR Flop Fraction 66.10%, largest family of logic cells by area AND-OR/OR-AND gates, Cells after Synth approximately 360, MUX share of area 0.3262%, Post-Synth Adder-Cell Area 10.00%, Max Root-Sink Buffers 2, XOR/XNOR Area Share 4.567%, top cells by area dfrtp_1 (28%), dfxtp_1 (12%), ha_1 (9.4%), most common library cells after synthesis nand2_1 (40), dfrtp_1 (38), buf_4 (32), Post-synth seq share 39.91%, Final HPWL DP 4894 µm, Post-synth regs 59, chip width 94.90 µm, Std-Cell Rows 33, leading area contributor after synthesis dfrtp_1, H-tree Lvls 3, Yosys Instances around 360, Post-Synth Simple-Gate Area about 12%, Syn. warnings 10, pre-CTS setup slack 1.694 ns, Area after DPL 3900 µm², ys flop type dfrtp_1, hold_buf cts 0, EDFF count, synth 0, IO Port Bufs 56, Die Ht 94.90 µm, aoi share 20.62%, CTS Root Cell clkbuf_8, Mapped Area 3452 µm², Failed at 4_1_cts, status did not finish, synthesis area per yosys 3452 µm², count leader, synth nand2_1, Initial Util 41.60%
[kinds of logic after synthesis]
logic type | count (synthesis)
multiplexers | 1
XOR/XNOR | 18
AND-OR/OR-AND | 101
buffers and inverters | 69
adder cells (fa/ha/maj) | 27
AND/OR/NAND/NOR | 88
flip-flops | 59
other | 1
[per-stage QoR]
stage | total power [mW] | hold WS [ns] | cells
2_1_floorplan | 0.8274 | 0.3579 | 379
3_3_place_gp | 0.8799 | 0.3646 | 500
3_5_place_dp | 0.8910 | 0.3691 | 500
Power figures rest on the tool's default switching activity, not on a simulated workload.
