<file path="./run.sh">
#!/bin/bash
# OpenROAD 26Q1-2900-gdf79404cd8, Yosys 0.63+post, stock flow scripts
make -C /OpenROAD-flow-scripts/flow DESIGN_CONFIG=/design/flow/config.mk WORK_HOME=/design/flow/orfs finish
</file>
<file path="./config.mk">
export PLATFORM = sky130hd
export DESIGN_NAME = IPCore
export DESIGN_NICKNAME = IPCore
export VERILOG_FILES = /design/flow/design.v
export SDC_FILE = /design/flow/constraint.sdc
export NUM_CORES = 4
export LEC_CHECK = 1
export CORE_UTILIZATION = 40
</file>
<file path="./constraint.sdc">
current_design IPCore

set clk_period 6.9
set clk_io_pct 0.2

create_clock -name clk0 -period $clk_period [get_ports {i_clk}]

set non_clock_inputs [all_inputs -no_clocks]
set_input_delay [expr $clk_period * $clk_io_pct] -clock clk0 $non_clock_inputs
set_output_delay [expr $clk_period * $clk_io_pct] -clock clk0 [all_outputs]
</file>
<file path="./design.v">
module IPCore(
    input  logic         i_clk,
    input  logic         i_rst,
    output logic from_adc_left_channel_ready,
    input  logic [15:0] from_adc_left_channel_data,
    input  logic from_adc_left_channel_valid,
    output logic from_adc_right_channel_ready,
    input  logic [15:0] from_adc_right_channel_data,
    input  logic from_adc_right_channel_valid,
    output logic [15:0] to_dac_left_channel_data,
    output logic to_dac_left_channel_valid,
    input  logic to_dac_left_channel_ready,
    output logic [15:0] to_dac_right_channel_data,
    output logic to_dac_right_channel_valid,
    input  logic to_dac_right_channel_ready,
    output logic [22:0] new_sdram_controller_0_s1_address,                 
	output logic [3:0]  new_sdram_controller_0_s1_byteenable_n,            
	output logic        new_sdram_controller_0_s1_chipselect,              
	output logic [31:0] new_sdram_controller_0_s1_writedata,               
	output logic        new_sdram_controller_0_s1_read_n,                  
	output logic        new_sdram_controller_0_s1_write_n,                 
	input  logic [31:0] new_sdram_controller_0_s1_readdata,                
	input  logic        new_sdram_controller_0_s1_readdatavalid,           
	input  logic        new_sdram_controller_0_s1_waitrequest,             
    input  logic record,
    input  logic play,
    output logic [2:0] state,
    output logic debug
);
logic n_debug;
logic [2:0] n_state;
localparam IDLE = 3'd0;
localparam REC  = 3'd1;
localparam PLAY = 3'd2;
localparam REC_WRITE = 3'd3;
localparam PLAY_READ = 3'd4;
logic [22:0] n_SDRAM_ADDR;
logic [31:0] SDRAM_DQ, n_SDRAM_DQ;
logic sdram_data_counter, n_sdram_data_counter;  
assign new_sdram_controller_0_s1_byteenable_n = 4'd0;
assign new_sdram_controller_0_s1_chipselect   = 1'b1;
assign new_sdram_controller_0_s1_writedata = SDRAM_DQ;
logic n_to_dac_left_channel_valid, n_to_dac_right_channel_valid;
assign to_dac_left_channel_data  = SDRAM_DQ[31:16];
assign to_dac_right_channel_data = SDRAM_DQ[15:0];
always_ff @(posedge i_clk or posedge i_rst) begin
    if ( i_rst ) begin
        state <= IDLE;
        new_sdram_controller_0_s1_address   <= 0;
        SDRAM_DQ <= 32'd0;
        debug <= 0;
        to_dac_left_channel_valid <= 0;
        to_dac_right_channel_valid <= 0;
        sdram_data_counter <= 1'b0;
    end else begin
        state <= n_state;
        new_sdram_controller_0_s1_address   <= n_SDRAM_ADDR;
        SDRAM_DQ <= n_SDRAM_DQ;
        debug <= n_debug;
        to_dac_left_channel_valid  <= n_to_dac_left_channel_valid;
        to_dac_right_channel_valid <= n_to_dac_right_channel_valid;
        sdram_data_counter <= n_sdram_data_counter;
    end
end
always_comb begin
    n_state = state;
    n_debug = debug;
    from_adc_left_channel_ready = 0;
    n_to_dac_left_channel_valid = to_dac_left_channel_valid;
    n_to_dac_right_channel_valid = to_dac_right_channel_valid;
    n_SDRAM_ADDR = new_sdram_controller_0_s1_address;
    n_SDRAM_DQ = SDRAM_DQ;
    n_sdram_data_counter = sdram_data_counter;
    new_sdram_controller_0_s1_read_n = 1;
    new_sdram_controller_0_s1_write_n = 1;
    case(state)
        IDLE: begin
            n_debug = 0;
            n_SDRAM_ADDR = 23'd0;
            n_sdram_data_counter = 0;
            if ( record ) begin
                n_state = REC;
            end 
        end
        REC: begin
            from_adc_left_channel_ready = 1;
            if ( from_adc_left_channel_valid ) begin
                if ( !sdram_data_counter ) begin
                    n_SDRAM_DQ[31:16] = from_adc_left_channel_data;
                end else begin
                    n_SDRAM_DQ[15:0]  = from_adc_left_channel_data;
                    n_state = REC_WRITE;                  
                end
                n_sdram_data_counter = ~sdram_data_counter;
            end
            if ( play ) begin
                n_state = PLAY_READ;
                n_SDRAM_ADDR = 0;
                n_to_dac_left_channel_valid = 0;
                n_to_dac_right_channel_valid = 0;
            end
        end
        REC_WRITE: begin
            new_sdram_controller_0_s1_write_n = 0;
            if ( !new_sdram_controller_0_s1_waitrequest ) begin
                n_SDRAM_ADDR = new_sdram_controller_0_s1_address + 1;
                n_state = REC;
            end
        end
        PLAY: begin
            if (to_dac_left_channel_ready && to_dac_left_channel_valid) begin
                n_to_dac_left_channel_valid = 0;
                n_to_dac_right_channel_valid = 1;
            end
            if (to_dac_right_channel_ready && to_dac_right_channel_valid) begin
                n_to_dac_left_channel_valid = 0;
                n_to_dac_right_channel_valid = 0;
                n_state = PLAY_READ;
            end
        end
        PLAY_READ: begin
            new_sdram_controller_0_s1_read_n = 0;
            n_SDRAM_DQ = new_sdram_controller_0_s1_readdata;
            if ( !new_sdram_controller_0_s1_waitrequest && new_sdram_controller_0_s1_readdatavalid ) begin
                n_state = PLAY;
                n_to_dac_left_channel_valid = 1;
                n_to_dac_right_channel_valid = 0;
                n_SDRAM_ADDR = new_sdram_controller_0_s1_address + 1;
            end
        end
        default: n_state = state;
    endcase
end
endmodule
</file>
==> notes.md <==
run metrics: routed wl met3 650 µm, # Cells Yosys 393, 1st-iter DRT viols 91, cycle use final 50.7%, yosys stat area 3420 µm², cell with the most instances after synthesis nand2_1, worst slew pin tran 0.571 ns, largest net degree at the start of global routing 44, Die Y 94.5 µm, cell taking the most area after synthesis dfrtp_1, min-delay src to_dac_right_channel_valid, Async SR Flop Fraction 100%, root buf cell clkbuf_8, mean area per synthesized cell 8.70 µm², WS Path Type reg2out, vias in the first global route 2,987, Worst R2R Start state[1], CTS tree yes, Gate Area 1540 µm², maximum operating frequency 286 MHz, Die W 94.5 µm, setup_tns 0 ns, core area 8260 µm², Worst VDD drop 0.205 mV, gr ovfl total 0, Area leader share 44.6%, detailed-route via count 3,275, TritonCTS Buffers 9, Final Hold Fails 0, EDFF count, synth 0, 1st-pass router iterations 4, maximum fanout along the worst path 15, Gate Count Post-Synth 393, gpl congestion 0.889, Worst Hold Depth 1, r2r endpoint new_sdram_controller_0_s1_address[21], floorplan utilization 41.4%, PD cells 363 nW/µm², crit-path cells nor2_1 -> nand2_1 -> inv_1 -> clkdlybuf4s50_1, Clock power frac 18.7%, drt via density 5.31, hold buffer count at CTS 0, CP arrival 2.12 ns, Post-CTS Setup Bufs 0, CTS Buffer Depth 2, unrepaired setup endpoints after global routing no, Seq. cell area 1530 µm², synth-to-layout area growth 45.5%, Mapped Area 3420 µm², MaxCap Viol Count 0, top cells, area dfrtp_1, buf_4, nand2_1, a31oi_1, nor2_1, Final setup viols 0, post-detail-place hpwl 6970 µm, Max stage delay on crit path 0.58 ns, yosys warns 2, tool warnings 43, post-route ant nets 0, FF-to-FF path depth 5, # diodes 0, Post-Route WL 9770 µm, clk latency late pin 0.33 ns, initial antenna violation count 0, sequential power share 33.3%, CTS sink count 61, # rows 33, sw frac 33.8%, Worst Hold End to_dac_right_channel_valid, Comb power frac 47.9%, DR top layer met4, internal power 1.20 mW, Final Power 1.81 mW, Worst Setup SP state[1], max-slew violations 0, WL per Instance 15.8 µm, Tmin final 3.50 ns, HP Class reg2reg, M1 WL 4460 µm, R2R Setup Slk 4.70 ns, chip area 8920 µm², status finished clean, gr usage total 22.4%, met2 WL 4530 µm, port buffer count 151, H-tree depth 3, Psw 610 µW, crit end category primary output, slowest CP cell dfrtp_1, total leakage power 2.02 nW, skew final 0.00841 ns, Primary FF master, synth dfrtp_1, share of layout cells above drive strength 1 5.08%, post-cts resize count 0, startpoint types flop, Distinct cells, synth 46, Registers, synthesis 61, Critical Path RT 5.52 ns, io pins 176, Seq/Total Area, Yosys 44.6%, Post-route DRC 0, Synth top cells by count nand2_1, dfrtp_1, buf_4, CTS clk-pin slew, worst paths 0.07 ns, first-pass GRT wire length 15,100 µm, Max-Slew Margin vs Limit 61.9%, Fill cells 731
==> routing by layer <==
layer | up-vias | global-route usage (%)
met4 | 0 | 2.65
met1 | 1558 | 33.8
li1 | 1596 | -
met3 | 10 | 4.49
met2 | 111 | 35.7
met5 | - | 0
==> flip-flops by register name, summed over array words and instances, names as in the netlist <==
signal and cells:
to_dac_right_channel_valid 1, SDRAM_DQ 32, new_sdram_controller_0_s1_address 23, state 3
sdram_data_counter 1, to_dac_left_channel_valid 1
==> cell usage in the layout, fill, tap and decap left out, types with 5 or more instances in the layout <==
cell	n
nand2_1	69
nand3_1	13
or4_1	7
or3_1	5
and4_1	5
conb_1	7
clkdlybuf4s50_1	151
buf_4	5
nand2b_1	8
clkbuf_8	9
mux2i_1	5
nand4_1	9
o31ai_1	7
nor2_1	34
dfrtp_1	61
o21ai_1	12
a21oi_1	16
a31oi_1	33
==> final cells by class <==
type                            instances  share of cell area (%)
Timing Repair Buffer                  156                    31.1
Multi-Input combinational cell        273                    31.0
Sequential cell                        61                    30.7
Clock buffer                           11                    2.64
Tap cell                              105                    2.64
Clock inverter                          5                    1.51
Inverter                                6                   0.453
==> worst max-delay path: cells and delay by family (launching register included) <==
kind / cells / cell delay [ns]
simple gates: 2 / 0.63
buf+inv: 2 / 0.57
flops: 1 / 0.58
==> per-stage QoR <==
| stage | instances | hold slack (ns) | utilization, % | instance area [µm²] | worst slack [ns] |
|---|---|---|---|---|---|
| 3_3_place_gp | 601 | 0.506 | 57.8 | 4770 | 3.65 |
| 2_1_floorplan | 398 | 0.470 | - | 3440 | 4.01 |
| 6_report | 617 | 0.530 | 60.3 | 4980 | 3.40 |
| 4_1_cts | 617 | 0.536 | 60.3 | 4980 | 3.40 |
| 5_1_grt | 617 | 0.570 | 60.3 | 4980 | 3.18 |
| 3_5_place_dp | 601 | 0.515 | 57.8 | 4770 | 3.63 |
==> cell families (layout without fill, tap and decap cells) <==
kind of cell / after synthesis / in the layout / share of synthesized area [%]
simple gates: 175 / 175 / 25.9
compound gates: 85 / 85 / 16.0
buf+inv: 64 / 178 / 11.5
flops: 61 / 61 / 44.6
mux: 5 / 5 / 1.46
other cells: 2 / 7 / 0.220
fa+ha+maj: 1 / 1 / 0.366
==> power by group through the flow <==
stage	clock network (mW)	registers (mW)	logic, mW
finish	0.339	0.602	0.866
global route	0.363	0.623	0.977
CTS	0.347	0.605	0.874
==> how the worst max path moves through the flow <==
stage / endpoint / slack, ns / cells past startpoint
4_1_cts: from_adc_left_channel_ready / 3.40 / 4
5_1_grt: from_adc_left_channel_ready / 3.18 / 4
6_report: from_adc_left_channel_ready / 3.40 / 4
Power is estimated from default activity; no workload was simulated.
